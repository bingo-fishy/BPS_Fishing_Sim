[design/flow/config.mk]
export PLATFORM = sky130hd
export DESIGN_NAME = neutral_fish_colored_rom
export DESIGN_NICKNAME = neutral_fish_colored_rom
export VERILOG_FILES = /design/flow/design.v
export SDC_FILE = /design/flow/constraint.sdc
export NUM_CORES = 4
export LEC_CHECK = 1
export CORE_AREA = 10 10 108 108
export DIE_AREA = 0 0 118 118
[design/flow/constraint.sdc]
current_design neutral_fish_colored_rom

set clk_period 6.2
set clk_io_pct 0.2

create_clock -name clk0 -period $clk_period [get_ports {clk}]

set non_clock_inputs [all_inputs -no_clocks]
set_input_delay [expr $clk_period * $clk_io_pct] -clock clk0 $non_clock_inputs
set_output_delay [expr $clk_period * $clk_io_pct] -clock clk0 [all_outputs]
[design/flow/design.v]
module neutral_fish_colored_rom
	(
		input wire clk,
		input wire [3:0] row,
		input wire [4:0] col,
		output reg [11:0] color_data
	);
	(* rom_style = "block" *)
	reg [3:0] row_reg;
	reg [4:0] col_reg;
	always @(posedge clk)
		begin
		row_reg <= row;
		col_reg <= col;
		end
	always @(*) begin
		if(({row_reg, col_reg}>=9'b000000000) && ({row_reg, col_reg}<9'b000101010)) color_data = 12'b111111111111;
		if(({row_reg, col_reg}>=9'b000101010) && ({row_reg, col_reg}<9'b000110000)) color_data = 12'b000000000000;
		if(({row_reg, col_reg}>=9'b000110000) && ({row_reg, col_reg}<9'b001001000)) color_data = 12'b111111111111;
		if(({row_reg, col_reg}>=9'b001001000) && ({row_reg, col_reg}<9'b001001011)) color_data = 12'b000000000000;
		if(({row_reg, col_reg}>=9'b001001011) && ({row_reg, col_reg}<9'b001001110)) color_data = 12'b011101110111;
		if(({row_reg, col_reg}==9'b001001110)) color_data = 12'b000000000000;
		if(({row_reg, col_reg}>=9'b001001111) && ({row_reg, col_reg}<9'b001010110)) color_data = 12'b111111111111;
		if(({row_reg, col_reg}==9'b001010110)) color_data = 12'b000000000000;
		if(({row_reg, col_reg}>=9'b001010111) && ({row_reg, col_reg}<9'b001100111)) color_data = 12'b111111111111;
		if(({row_reg, col_reg}>=9'b001100111) && ({row_reg, col_reg}<9'b001101001)) color_data = 12'b000000000000;
		if(({row_reg, col_reg}>=9'b001101001) && ({row_reg, col_reg}<9'b001101101)) color_data = 12'b011101110111;
		if(({row_reg, col_reg}>=9'b001101101) && ({row_reg, col_reg}<9'b001101111)) color_data = 12'b000000000000;
		if(({row_reg, col_reg}>=9'b001101111) && ({row_reg, col_reg}<9'b001110101)) color_data = 12'b111111111111;
		if(({row_reg, col_reg}>=9'b001110101) && ({row_reg, col_reg}<9'b001110111)) color_data = 12'b000000000000;
		if(({row_reg, col_reg}>=9'b001110111) && ({row_reg, col_reg}<9'b010000110)) color_data = 12'b111111111111;
		if(({row_reg, col_reg}>=9'b010000110) && ({row_reg, col_reg}<9'b010001000)) color_data = 12'b000000000000;
		if(({row_reg, col_reg}>=9'b010001000) && ({row_reg, col_reg}<9'b010001110)) color_data = 12'b011101110111;
		if(({row_reg, col_reg}>=9'b010001110) && ({row_reg, col_reg}<9'b010010010)) color_data = 12'b000000000000;
		if(({row_reg, col_reg}>=9'b010010010) && ({row_reg, col_reg}<9'b010010100)) color_data = 12'b111111111111;
		if(({row_reg, col_reg}>=9'b010010100) && ({row_reg, col_reg}<9'b010010111)) color_data = 12'b000000000000;
		if(({row_reg, col_reg}>=9'b010010111) && ({row_reg, col_reg}<9'b010100110)) color_data = 12'b111111111111;
		if(({row_reg, col_reg}==9'b010100110)) color_data = 12'b000000000000;
		if(({row_reg, col_reg}>=9'b010100111) && ({row_reg, col_reg}<9'b010101001)) color_data = 12'b011101110111;
		if(({row_reg, col_reg}==9'b010101001)) color_data = 12'b000000000000;
		if(({row_reg, col_reg}>=9'b010101010) && ({row_reg, col_reg}<9'b010101100)) color_data = 12'b011101110111;
		if(({row_reg, col_reg}==9'b010101100)) color_data = 12'b000000000000;
		if(({row_reg, col_reg}>=9'b010101101) && ({row_reg, col_reg}<9'b010110001)) color_data = 12'b011101110111;
		if(({row_reg, col_reg}>=9'b010110001) && ({row_reg, col_reg}<9'b010110101)) color_data = 12'b000000000000;
		if(({row_reg, col_reg}==9'b010110101)) color_data = 12'b011101110111;
		if(({row_reg, col_reg}==9'b010110110)) color_data = 12'b000000000000;
		if(({row_reg, col_reg}>=9'b010110111) && ({row_reg, col_reg}<9'b011000101)) color_data = 12'b111111111111;
		if(({row_reg, col_reg}>=9'b011000101) && ({row_reg, col_reg}<9'b011000111)) color_data = 12'b000000000000;
		if(({row_reg, col_reg}>=9'b011000111) && ({row_reg, col_reg}<9'b011010010)) color_data = 12'b011101110111;
		if(({row_reg, col_reg}>=9'b011010010) && ({row_reg, col_reg}<9'b011010100)) color_data = 12'b000000000000;
		if(({row_reg, col_reg}>=9'b011010100) && ({row_reg, col_reg}<9'b011010110)) color_data = 12'b011101110111;
		if(({row_reg, col_reg}==9'b011010110)) color_data = 12'b000000000000;
		if(({row_reg, col_reg}>=9'b011010111) && ({row_reg, col_reg}<9'b011100101)) color_data = 12'b111111111111;
		if(({row_reg, col_reg}==9'b011100101)) color_data = 12'b000000000000;
		if(({row_reg, col_reg}>=9'b011100110) && ({row_reg, col_reg}<9'b011110110)) color_data = 12'b011101110111;
		if(({row_reg, col_reg}>=9'b011110110) && ({row_reg, col_reg}<9'b011111000)) color_data = 12'b000000000000;
		if(({row_reg, col_reg}>=9'b011111000) && ({row_reg, col_reg}<9'b100000101)) color_data = 12'b111111111111;
		if(({row_reg, col_reg}==9'b100000101)) color_data = 12'b000000000000;
		if(({row_reg, col_reg}>=9'b100000110) && ({row_reg, col_reg}<9'b100001000)) color_data = 12'b011101110111;
		if(({row_reg, col_reg}>=9'b100001000) && ({row_reg, col_reg}<9'b100001110)) color_data = 12'b000000000000;
		if(({row_reg, col_reg}>=9'b100001110) && ({row_reg, col_reg}<9'b100010111)) color_data = 12'b011101110111;
		if(({row_reg, col_reg}==9'b100010111)) color_data = 12'b000000000000;
		if(({row_reg, col_reg}>=9'b100011000) && ({row_reg, col_reg}<9'b100100101)) color_data = 12'b111111111111;
		if(({row_reg, col_reg}==9'b100100101)) color_data = 12'b000000000000;
		if(({row_reg, col_reg}>=9'b100100110) && ({row_reg, col_reg}<9'b100110010)) color_data = 12'b011101110111;
		if(({row_reg, col_reg}==9'b100110010)) color_data = 12'b000000000000;
		if(({row_reg, col_reg}>=9'b100110011) && ({row_reg, col_reg}<9'b100110111)) color_data = 12'b011101110111;
		if(({row_reg, col_reg}==9'b100110111)) color_data = 12'b000000000000;
		if(({row_reg, col_reg}>=9'b100111000) && ({row_reg, col_reg}<9'b101000101)) color_data = 12'b111111111111;
		if(({row_reg, col_reg}>=9'b101000101) && ({row_reg, col_reg}<9'b101000111)) color_data = 12'b000000000000;
		if(({row_reg, col_reg}>=9'b101000111) && ({row_reg, col_reg}<9'b101010001)) color_data = 12'b011101110111;
		if(({row_reg, col_reg}>=9'b101010001) && ({row_reg, col_reg}<9'b101010101)) color_data = 12'b000000000000;
		if(({row_reg, col_reg}>=9'b101010101) && ({row_reg, col_reg}<9'b101010111)) color_data = 12'b011101110111;
		if(({row_reg, col_reg}==9'b101010111)) color_data = 12'b000000000000;
		if(({row_reg, col_reg}>=9'b101011000) && ({row_reg, col_reg}<9'b101100110)) color_data = 12'b111111111111;
		if(({row_reg, col_reg}==9'b101100110)) color_data = 12'b000000000000;
		if(({row_reg, col_reg}>=9'b101100111) && ({row_reg, col_reg}<9'b101101111)) color_data = 12'b011101110111;
		if(({row_reg, col_reg}>=9'b101101111) && ({row_reg, col_reg}<9'b101110010)) color_data = 12'b000000000000;
		if(({row_reg, col_reg}>=9'b101110010) && ({row_reg, col_reg}<9'b101110100)) color_data = 12'b111111111111;
		if(({row_reg, col_reg}>=9'b101110100) && ({row_reg, col_reg}<9'b101110110)) color_data = 12'b000000000000;
		if(({row_reg, col_reg}==9'b101110110)) color_data = 12'b011101110111;
		if(({row_reg, col_reg}==9'b101110111)) color_data = 12'b000000000000;
		if(({row_reg, col_reg}>=9'b101111000) && ({row_reg, col_reg}<9'b110000110)) color_data = 12'b111111111111;
		if(({row_reg, col_reg}>=9'b110000110) && ({row_reg, col_reg}<9'b110001011)) color_data = 12'b000000000000;
		if(({row_reg, col_reg}>=9'b110001011) && ({row_reg, col_reg}<9'b110001110)) color_data = 12'b011101110111;
		if(({row_reg, col_reg}>=9'b110001110) && ({row_reg, col_reg}<9'b110010000)) color_data = 12'b000000000000;
		if(({row_reg, col_reg}>=9'b110010000) && ({row_reg, col_reg}<9'b110010101)) color_data = 12'b111111111111;
		if(({row_reg, col_reg}>=9'b110010101) && ({row_reg, col_reg}<9'b110011000)) color_data = 12'b000000000000;
		if(({row_reg, col_reg}>=9'b110011000) && ({row_reg, col_reg}<9'b110101010)) color_data = 12'b111111111111;
		if(({row_reg, col_reg}>=9'b110101010) && ({row_reg, col_reg}<9'b110101100)) color_data = 12'b000000000000;
		if(({row_reg, col_reg}>=9'b110101100) && ({row_reg, col_reg}<9'b110101111)) color_data = 12'b011101110111;
		if(({row_reg, col_reg}==9'b110101111)) color_data = 12'b000000000000;
		if(({row_reg, col_reg}>=9'b110110000) && ({row_reg, col_reg}<9'b110110110)) color_data = 12'b111111111111;
		if(({row_reg, col_reg}>=9'b110110110) && ({row_reg, col_reg}<9'b110111000)) color_data = 12'b000000000000;
		if(({row_reg, col_reg}>=9'b110111000) && ({row_reg, col_reg}<9'b111001011)) color_data = 12'b111111111111;
		if(({row_reg, col_reg}>=9'b111001011) && ({row_reg, col_reg}<9'b111010000)) color_data = 12'b000000000000;
		if(({row_reg, col_reg}>=9'b111010000) && ({row_reg, col_reg}<=9'b111111111)) color_data = 12'b111111111111;
	end
endmodule
[design/flow/run.sh]
#!/bin/bash
# OpenROAD 26Q1-2900-gdf79404cd8, Yosys 0.63+post, stock flow scripts
make -C /OpenROAD-flow-scripts/flow DESIGN_CONFIG=/design/flow/config.mk WORK_HOME=/design/flow/orfs finish
==> results.json <==
{
  "ant_nets": 0,
  "synthArstFlopShare_pct": 0,
  "grt-ovfl-total": 0,
  "core-area_um2": 9284,
  "floorplan.core_util_pct": 15.12,
  "vias": 1330,
  "busiest_layer": "met2",
  "cts.repair_timing.setup_buffer_count": 0,
  "clk_pin_slew_worst_paths_ps": 40,
  "port-buffer-count": 21,
  "synthTopCellsByCount": "buf_4, a21oi_1, o21ai_0",
  "critPathMaxFanout": 20,
  "avgSynthCellArea_um2": 7.756,
  "yosys_cells": 181,
  "areaGrowthSynthToFinish_pct": 14.17,
  "worst_pin_slew_ps": 763.5,
  "syn_area_um2": 1404,
  "fin_ws_ps": 1017,
  "numCtsBuffers": 3,
  "antennaDiodeCount": 0,
  "power_mw": 0.1981,
  "ctsResizeCount": 0,
  "p_leak_nw": 0.5230,
  "tns_ps": 0,
  "grt_first_pass_wirelength_um": 5975,
  "final.min_clock_period_ps": 5183,
  "synthFlopType": "dfxtp_1",
  "gp_congestion": 0.9061,
  "use_met1_pct": 6.864,
  "top_cell_area_share_pct": 12.83,
  "rows": 35,
  "slew_headroom_pct": 49.03,
  "ios": 22,
  "irDropWorstVdd_mv": 0.1372,
  "wirelength_um": 3546,
  "end_kind": "output pin",
  "drive_gt1_share_pct": 9.040,
  "yosys-top-cells-area": "dfxtp_1, buf_4, nand2b_1",
  "place_area_um2": 1558,
  "fmax_mhz": 192.9,
  "post_drt_wl_per_cell_um": 11.59,
  "cts_tree": "yes",
  "die_x_um": 118,
  "synthDistinctLibCells": 59,
  "grt_pass1_vias": 1241,
  "yosys_area_um2": 1404,
  "power-per-cell-area_nw_per_um2": 123.6,
  "path_class": "reg2out",
  "status": "complete, no violations",
  "dp_hpwl_um": 2458,
  "synth_flops": 11,
  "first_pass_iters": 5,
  "dr.first_iter.drc_count": 296,
  "fin_crit_sh_pct": 83.60,
  "drv_slew": 0,
  "antenna_found_initial": 0,
  "rsz0062_at_grt": "false",
  "largest_reg_flops": 5,
  "grt_use_total_pct": 4.758,
  "setup_viol": 0,
  "grtUsageMet3_pct": 0.5348,
  "grt_use_met2_pct": 7.622,
  "preCtsSetupSlack_ps": 1260,
  "synth-edff-count": 0,
  "hold_class": "in2reg",
  "drcViolationCount": 0,
  "hold_violations": 0,
  "required_ps": 4960,
  "synth_area_leader_cell": "dfxtp_1",
  "clock_path_buffers": 2,
  "maxCapViolations": 0,
  "final_area_um2": 1603,
  "h-tree-depth": 1,
  "top_cell": "buf_4",
  "start_kind": "flip-flop",
  "cp.arrival_ps": 3940,
  "warnings": 25,
  "unclocked_pins": 2,
  "avgViaCountPerCell": 4.346,
  "yosysWarnings": 1,
  "die_h_um": 118,
  "synthCells": 181,
  "grt_max_degree": 32,
  "cts_root_buffer": "clkbuf_8",
  "untimed_endpoints": 2,
  "die-area_um2": 13920,
  "hold_buffers": 0
}
cell families (layout without fill, tap and decap cells):
group	count (synthesis)	after routing	share of synthesized area, %
XOR/XNOR	3	3	1.872
buffers and inverters	37	32	18.18
flip-flops	9	9	12.83
latches	2	2	2.139
AND/OR/NAND/NOR	71	71	36.10
multiplexers	2	2	1.426
AND-OR/OR-AND	56	56	27.19
other	1	2	0.2671
path summary, 6_finish.rpt:
kind / slack (ps) / endpoint / depth (start not counted) / from
hold / removal: 1460 / row_reg[2] / 1 / row[2]
setup / recovery: 1020 / color_data[3] / 8 / col_reg[4]
where the power goes:
group	switching, mW	internal (mW)
Clock	0.0188	0.0444
Combinational	0.0251	0.0317
Sequential	0.0148	0.0632
layout make-up:
| class | count | area (µm²) |
|---|---|---|
| Clock buffer | 4 | 45.04 |
| Fill cell | 1076 | 7681 |
| Inverter | 5 | 18.77 |
| Multi-Input combinational cell | 134 | 942.2 |
| Sequential cell | 11 | 210.2 |
| Tap cell | 129 | 161.4 |
| Timing Repair Buffer | 23 | 225.2 |
placed cells by master (no fill, tap or decap), types with 3 or more instances in the layout:
cell and count:
nand2_1 8, clkbuf_8 3, dfxtp_1 9, a211oi_1 4
o22ai_1 3, nand3_1 3, inv_1 5, nor2_1 7
nor4_1 3, clkdlybuf4s50_1 21, a2111oi_0 6, or4bb_1 3
or4b_2 4, o211ai_1 4, nand4b_1 3, nor3_1 6
o21ai_0 12, nand2b_1 11, a21oi_1 12
critical path, cell delays in order (launching register included):
cell and delay (ps):
dfxtp_1 800, nand2b_1 410, o32ai_1 160, a222oi_1 440
o211ai_1 140, or4_4 570, nor4_2 320, dlxtn_1 400
clkdlybuf4s50_1 470
stage by stage:
stage                     hold slack [ps]  util (%)  std cells
after CTS                            1453     17.26        306
after detailed placement             1692     16.78        302
after global routing                 1453     17.26        306
after floorplan                      1268         -        182
final                                1458     17.26        306
after global placement               1689     16.78        302
metal layers:
layer  share of wire (%)  wire [µm]
met5                   0          0
met4                0.59         21
met2                  47       1653
met3                 8.6        305
met1                  44       1565
Power and IR drop assume default switching activity.
